==> flow/design.v <==
module golife #(
	parameter SIDEWIDTH = 10
)(
	clk,
	rst,
	load,
	run,
	ingrid,
	grid
);
    input	wire	clk;
    input	wire	rst;
    input	wire	load;
    input	wire	run;
    input	wire	[SIDEWIDTH-1:0][SIDEWIDTH-1:0]	ingrid;
    output	wire	[SIDEWIDTH-1:0][SIDEWIDTH-1:0]	grid;
    genvar i, j;
    generate
        for (i = 0; i < SIDEWIDTH; i = i + 1) begin: row
            for (j = 0; j < SIDEWIDTH; j = j + 1) begin: column
                game_cell game_cell_inst(
                    .clk(clk),
                    .rst(rst),
                    .load(load),
                    .run(run),
                    .right_upper(grid[(SIDEWIDTH+(i+1))%SIDEWIDTH][(SIDEWIDTH+(j+1))%SIDEWIDTH]),
                    .right      (grid[(SIDEWIDTH+(i  ))%SIDEWIDTH][(SIDEWIDTH+(j+1))%SIDEWIDTH]),
                    .right_lower(grid[(SIDEWIDTH+(i-1))%SIDEWIDTH][(SIDEWIDTH+(j+1))%SIDEWIDTH]),
                    .lower      (grid[(SIDEWIDTH+(i-1))%SIDEWIDTH][(SIDEWIDTH+(j  ))%SIDEWIDTH]),
                    .left_lower (grid[(SIDEWIDTH+(i-1))%SIDEWIDTH][(SIDEWIDTH+(j-1))%SIDEWIDTH]),
                    .left       (grid[(SIDEWIDTH+(i  ))%SIDEWIDTH][(SIDEWIDTH+(j-1))%SIDEWIDTH]),
                    .left_upper (grid[(SIDEWIDTH+(i+1))%SIDEWIDTH][(SIDEWIDTH+(j-1))%SIDEWIDTH]),
                    .upper      (grid[(SIDEWIDTH+(i+1))%SIDEWIDTH][(SIDEWIDTH+(j  ))%SIDEWIDTH]),
                    .self       (grid[(SIDEWIDTH+(i  ))%SIDEWIDTH][(SIDEWIDTH+(j  ))%SIDEWIDTH]),
                    .inself     (ingrid[i][j]));
            end
        end
    endgenerate
endmodule    
module game_cell(
    clk,
    rst,
    load,
    run,
    right_upper,
    right,
    right_lower,
    lower,
    left_lower,
    left,
    left_upper,
    upper,
    self,
    inself
);
    input wire clk;
    input wire rst;
    input wire load;
    input wire run;
    input wire right_upper;
    input wire right;
    input wire right_lower;
    input wire lower;
    input wire left_lower;
    input wire left;
    input wire left_upper;
    input wire upper;
    output reg self;
    input wire inself;
    parameter LIVE = 1'b1;
    parameter DEAD = 1'b0;
    reg state;
    wire [3:0] liveCells;
    assign liveCells = right_upper + right + right_lower + lower + left_lower + left + left_upper + upper;
    always @(posedge clk) begin
        if (rst) begin
            self <= DEAD;
        end
        else begin
            if (load) begin
                self <= inself;
            end
            else if (run) begin
                if (liveCells < 2) begin
                    self <= DEAD;
                end
                else if (liveCells > 3) begin
                    self <= DEAD;
                end
                else if (liveCells == 3) begin
                    self <= LIVE;
                end
            end
        end
    end
endmodule
==> flow/run.sh <==
#!/bin/bash
# OpenROAD 26Q1-2900-gdf79404cd8, Yosys 0.63+post, stock flow scripts
make -C /OpenROAD-flow-scripts/flow DESIGN_CONFIG=/design/flow/config.mk WORK_HOME=/design/flow/orfs finish
==> flow/config.mk <==
export PLATFORM = sky130hd
export DESIGN_NAME = golife
export DESIGN_NICKNAME = golife
export VERILOG_FILES = /design/flow/design.v
export SDC_FILE = /design/flow/constraint.sdc
export NUM_CORES = 4
export LEC_CHECK = 1
export CORE_UTILIZATION = 50
==> flow/constraint.sdc <==
current_design golife

set clk_period 6.7
set clk_io_pct 0.2

create_clock -name clk0 -period $clk_period [get_ports {clk}]

set non_clock_inputs [all_inputs -no_clocks]
set_input_delay [expr $clk_period * $clk_io_pct] -clock clk0 $non_clock_inputs
set_output_delay [expr $clk_period * $clk_io_pct] -clock clk0 [all_outputs]
==> reports/metrics.csv <==
metric;value;unit
vdd_drop_max;0.2115;mV
flop_cell;dfxtp_1;
finalPower;12.20;mW
area_leaders;fa_1 36%, ha_1 17%, inv_1 10%, dfxtp_1 9.0%, a311oi_1 3.9%;
cts_hold_buf;0;
vias_per_cell;5.504;
synth_flops;100;
fp_util;50.62;%
drt-pass1-iter-count;7;
skew;14.06;ps
final_cells;3011;
switchingPower;6.288;mW
start_kind;flop;
dpl.hpwl;48400;um
fin_crit;3835;ps
synth-edff-count;0;
synth_area;22340;um2
area_growth;9.534;%
p_per_area;498.8;nW/um2
grt_max_degree;148;
end_kind;flop;
status;complete, no violations;
drt_first_iter_violations;764;
avgSynthCellArea;9.436;um2
h-tree-depth;3;
hold_class;reg2reg;
setup_tns;0;ps
cap_violations;0;
post_synth_most_frequent_cells;603 x inv_1, 400 x fa_1, 300 x ha_1;
p_clk_share;5.3;%
grt_pass1_wl;97370;um
drt_wl_total;61140;um
postCtsSetupBuffers;0;
p_int;5.916;mW
dp.cells;2997;
dpl-instance-area;24150;um2
switching_share;51.53;%
tightest_slew;827.3;ps
final_area;24460;um2
first_global_vias;17510;
crit_arrival;4140;ps
n_antenna_cell;0;
postCtsResizedCells;0;
io_buffers;203;
synth_top_cell_by_count;inv_1;
warnings;29;
synthSimpleGateAreaFrac;13.83;%
power.leakage;11.04;nW
num_vias;16570;
criticalPathCategory;reg2reg;
mux_share;0;%
cts_buffer_depth;2;
timing.fmax;0.2608;GHz
final_max_slew_viol_count;0;
top_area_cell;fa_1;
clk_pin_slew;80;ps
antenna_found_initial;0;
compound_area_share;9.641;%
track_usage;30.40;%
p_comb_share;84.7;%
cp_max_fo;6;
synth_chip_area;22340;um2
wire_per_inst;20.31;um
finalCritPeriodShare;57.24;%
synth_top_area_share;35.85;%
ys_seq_share;8.963;%
largest-register;row.column.game_cell_inst.self;
yosysWarnings;1;
largest_reg_flops;100;
drc;0;
cts_root_buffer;clkbuf_16;
io_pins;204;
rows;77;
dieHeight;213.4;um
cts-buffers-inserted;9;
ys_top_logic_family;adder cells;
synthesis.instances;2367;
synth_xor_xnor_area_share;0;%
place_congestion;0.8846;
maxSlewHeadroom;44.85;%
ys_async_sr_fraction;0;%
rsz0062_at_grt;false;
finalSetupViolCount;0;
chipArea;45520;um2
cts_sinks;100;
hold_viol;0;
ys_cells;2367;
reg.largest.list;row.column.game_cell_inst.self (100);
seqPwrFrac;10.0;%
clock_latency;400;ps
postRouteAntennaNets;0;
cts_tree;built;
die_x;213.4;um
drive_above_1_share;2.770;%
synth_adder_area_share;52.66;%
required;7010;ps
core-area;44120;um2
synth.distinct_cells;24;
globalRouteOverflowTotal;0;
## power by group through the flow
| stage | clock network [mW] | registers (mW) | logic, mW |
|---|---|---|---|
| finish | 0.643 | 1.22 | 10.3 |
| global route | 0.672 | 1.25 | 12.3 |
| CTS | 0.660 | 1.22 | 10.5 |
## placed cells by master, fill, tap and decap left out, drive strengths merged, types with 100 or more instances in the layout
cell type | synthesis | routed
clkdlybuf4s50 | 0 | 200
ha | 300 | 300
inv | 603 | 603
a21oi | 100 | 100
dfxtp | 100 | 100
fa | 400 | 400
or4b | 103 | 103
a211oi | 100 | 100
nor2 | 131 | 131
a311oi | 100 | 100
## cells by family after synthesis
family,count (synthesis)
buffers and inverters,779
adder cells (fa/ha/maj),700
AND-OR/OR-AND,303
flip-flops,100
AND/OR/NAND/NOR,485
## worst max-delay path, stage by stage (launching register included)
cell      delay [ps]
dfxtp_1          530
inv_1            400
fa_1             640
fa_1             420
fa_1             410
fa_1             470
or4b_2           620
a311oi_1         260
## metal layers
metal / global-route usage (%) / wire, um / share of wire [%]
met4: 8.128 / 2181 / 3.6
met5: 0.2155 / 0 / 0
met1: 42.68 / 25280 / 41
met2: 47.13 / 28540 / 47
met3: 10.51 / 5139 / 8.4
## path summary, 6_finish.rpt
kind	start	end	slack, ps	depth (start not counted)
setup / recovery	row[5].column[6].game_cell_inst.self	row[6].column[5].game_cell_inst.self	2870	7
hold / removal	row[8].column[7].game_cell_inst.self	row[8].column[7].game_cell_inst.self	710	2
setup reg to reg	row[5].column[6].game_cell_inst.self	row[6].column[5].game_cell_inst.self	2870	7
hold reg to reg	row[8].column[7].game_cell_inst.self	row[8].column[7].game_cell_inst.self	710	2
## final cells by class
type	count	area [um2]
Fill cell	3884	19660
Clock inverter	1	30.03
Tap cell	592	740.7
Sequential cell	100	2002
Clock buffer	13	280.3
Timing Repair Buffer	214	2140
Inverter	603	2263
Multi-Input combinational cell	1488	17010
## stage by stage
stage	hold slack, ps	setup slack, ps	utilization (%)
floorplan	604.5	3283	-
global placement	699.3	2850	54.74
detailed placement	683.0	2884	54.74
CTS	706.1	2841	55.44
global route	748.9	2681	55.44
finish	706.7	2865	55.44
No activity file was given, so power comes from the tool's default toggle rates.
